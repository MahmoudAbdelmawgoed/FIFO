[design/flow/run.sh]
#!/bin/bash
# OpenROAD 26Q1-2900-gdf79404cd8, Yosys 0.63+post, stock flow scripts
make -C /OpenROAD-flow-scripts/flow DESIGN_CONFIG=/design/flow/config.mk WORK_HOME=/design/flow/orfs finish
[design/flow/config.mk]
export PLATFORM = sky130hd
export DESIGN_NAME = fifo
export DESIGN_NICKNAME = fifo
export VERILOG_FILES = /design/flow/design.v
export SDC_FILE = /design/flow/constraint.sdc
export NUM_CORES = 4
export LEC_CHECK = 1
export CORE_UTILIZATION = 50
[design/flow/constraint.sdc]
current_design fifo

set clk_period 3.0
set clk_io_pct 0.2

create_clock -name clk0 -period $clk_period [get_ports {clk}]

set non_clock_inputs [all_inputs -no_clocks]
set_input_delay [expr $clk_period * $clk_io_pct] -clock clk0 $non_clock_inputs
set_output_delay [expr $clk_period * $clk_io_pct] -clock clk0 [all_outputs]
[design/flow/design.v]
`timescale 1ns / 1ps
module fifo(    input clk,
                input rst,
                input WREN,
                input RDEN,
                input [7:0] data_in,
                output reg full,
                output reg empty,
                output [7:0] data_out
    );
reg [2:0] write_address;
reg [2:0] read_address;
reg [2:0] next_write_address;
reg [2:0] next_read_address;
reg temp_full;
reg temp_empty;
assign write_enable = WREN & (!full);
assign read_enable  = RDEN & (!empty);
two_port_mem fifo_mem(  .clk(clk),
                        .read_enable(read_enable),
                        .write_enable(write_enable),
                        .read_address(read_address),   
                        .write_address(write_address),  
                        .write_data(data_in),     
                        .read_data(data_out)      
    );
always @(*)
    begin
        next_write_address = write_address + 1'b1;
        next_read_address  = read_address + 1'b1;
		  if(temp_full && (write_address == read_address))
				full = 1'b1;
        else 
            full = 1'b0;
		  if(temp_empty && (write_address == read_address))
            empty = 1'b1;
        else 
            empty = 1'b0;       
    end
always @(posedge clk or negedge rst) 
    begin
        if(!rst) 
            begin
                write_address <= 3'd0;
                read_address  <= 3'd0;
                temp_full     <= 1'b0;
                temp_empty    <= 1'b1;
                full          <= 1'b0;
                empty         <= 1'b1;    
            end 
        else 
            begin
                case ({WREN, RDEN})
                    2'b10: begin
                            if(!full)
                                begin
                                    empty         <= 1'b0;
									temp_empty    <= 1'b0;
									write_address <= write_address + 1'b1;												
                                    if (next_write_address == read_address)
                                        temp_full <= 1'b1;
                                    else 
                                        temp_full <= 1'b0;
                                end
                        end
                    2'b01: begin
                            if(!empty)
                                begin
									full         <= 1'b0;
									temp_full    <= 1'b0;
									read_address <= read_address + 1'b1;
                                    if (next_read_address == write_address)
                                        temp_empty <= 1'b1;
                                    else 
                                        temp_empty <= 1'b0;
                                end
                        end
                    2'b11: begin
                            case ({full, empty})
                                2'b00: begin                     
										write_address <= write_address + 1'b1;
                                         if (next_write_address == read_address)
                                                temp_full <= 1'b1;
                                         else 
                                                temp_full <= 1'b0;
													  read_address  <= read_address + 1'b1;
                                         if (next_read_address == write_address)
                                                temp_empty <= 1'b1;
                                         else 
                                                temp_empty <= 1'b0;
                                         end
                                2'b01: begin
                                        read_address  <= read_address + 1'b0;
										 write_address <= write_address + 1'b1;
                                        if (next_write_address == read_address)
                                                temp_full <= 1'b1;
                                        else 
                                                temp_full <= 1'b0;			
                                    end
                                2'b10: begin
                                        write_address <= write_address + 1'b0;
										read_address  <= read_address + 1'b1;
                                        if (next_read_address == write_address)
                                                temp_empty <= 1'b1;
                                        else 
                                                temp_empty <= 1'b0;
                                    end
                                default: begin                     
                                        write_address <= write_address + 1'b0; 
                                        read_address  <= read_address + 1'b0; 
                                end
                            endcase
                        end
                endcase
            end
    end
endmodule
`timescale 1ns / 1ps
module two_port_mem(    input clk,
                        input read_enable,
                        input write_enable,
                        input [2:0] read_address,   
                        input [2:0] write_address,  
                        input [7:0] write_data,     
                        output reg [7:0] read_data      
    );
reg  [7 : 0] fifo_ram [0 : 7];    
always @ (posedge clk)
    begin
        case ({write_enable, read_enable})
            2'b10: fifo_ram[write_address] <= write_data;   
            2'b01: read_data <= fifo_ram [read_address];     
            2'b11: begin                                     
                    fifo_ram [write_address] <= write_data; 
                    read_data <= fifo_ram [read_address];    
                end
        endcase
    end
endmodule
==> flow_summary.toml <==
# generated from flow reports
[status]
error_line = "ERROR: Found 1 problems in 'check -assert'."
haltStage = "synthesis (1_2_yosys)"
status = "aborted with a tool error"

[logic_synthesis]
yosys_area_sq_um = 3180
synth-seq-cells = 80
edf_count = 72
top_cell_area_share = 0.679
synth-async-reset-ratio = 0.100
top_cells_by_area = "edfxtp_1 68%, mux4_1 13%, dfrtp_1 4.7%"
synth_top_flop_cell = "edfxtp_1"
yosys_warnings = 4
synth.distinct_cells = 23
yosys-stat-cells = 150
top_area_cell = "edfxtp_1"
seq_area_frac_synth = 0.743
==> cells in the mapped netlist (3+ instances only) <==
| cell | instances |
|---|---|
| nand2_1 | 4 |
| buf_2 | 3 |
| mux2_2 | 10 |
| mux4_1 | 16 |
| inv_1 | 3 |
| dfrtp_1 | 6 |
| xnor2_1 | 7 |
| edfxtp_1 | 72 |
| nor3_1 | 3 |
| nor2_1 | 6 |
| nand2b_1 | 4 |
==> kinds of logic after synthesis <==
| group | Yosys count | share of synthesized area |
|---|---|---|
| fa+ha+maj | 2 | 0.00786 |
| simple gates | 19 | 0.0279 |
| other cells | 1 | 0.00118 |
| buf+inv | 11 | 0.0240 |
| xor+xnor | 9 | 0.0248 |
| flops | 80 | 0.743 |
| compound gates | 2 | 0.00432 |
| mux | 26 | 0.167 |
